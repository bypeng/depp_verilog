<file path="run.sh">
#!/bin/bash
# OpenROAD 26Q1-2900-gdf79404cd8, Yosys 0.63+post, stock flow scripts
make -C /OpenROAD-flow-scripts/flow DESIGN_CONFIG=/design/flow/config.mk WORK_HOME=/design/flow/orfs finish
</file>
<file path="config.mk">
export PLATFORM = sky130hd
export DESIGN_NAME = depp_control
export DESIGN_NICKNAME = depp_control
export VERILOG_FILES = /design/flow/design.v
export SDC_FILE = /design/flow/constraint.sdc
export NUM_CORES = 4
export LEC_CHECK = 1
export CORE_AREA = 10 10 96 96
export DIE_AREA = 0 0 106 106
</file>
<file path="constraint.sdc">
current_design depp_control

set clk_period 3.4
set clk_io_pct 0.2

create_clock -name clk0 -period $clk_period [get_ports {clk}]

set non_clock_inputs [all_inputs -no_clocks]
set_input_delay [expr $clk_period * $clk_io_pct] -clock clk0 $non_clock_inputs
set_output_delay [expr $clk_period * $clk_io_pct] -clock clk0 [all_outputs]
</file>
<file path="design.v">
module depp_control (
	input			clk,
	input			rst,
	inout	[7:0]	depp_db,
	input			depp_astb,
	input			depp_dstb,
	input			depp_write,
	output			depp_wait,
	output			depp_mem_we,
	output	[7:0]	depp_mem_adr,
	output	[7:0]	depp_mem_idata,
	input	[7:0]	depp_mem_odata
) ;
	parameter st_depp_Ready =	{ 4'b0000, 5'b00000 };
	parameter st_depp_AwrA =	{ 4'b1000, 5'b00100 };
	parameter st_depp_AwrB =	{ 4'b1001, 5'b00001 };
	parameter st_depp_ArdA =	{ 4'b1010, 5'b00010 };
	parameter st_depp_ArdB =	{ 4'b1011, 5'b00011 };
	parameter st_depp_DwrA =	{ 4'b1100, 5'b01000 };
	parameter st_depp_DwrB =	{ 4'b1101, 5'b10001 };
	parameter st_depp_DrdA =	{ 4'b1110, 5'b00010 };
	parameter st_depp_DrdB =	{ 4'b1111, 5'b00011 };
	wire		clk;
	wire		rst;
	wire [7:0]	led;
	wire [7:0]	depp_db;
	wire		depp_astb;
	wire		depp_dstb;
	wire		depp_write;
	wire		depp_wait;
	reg [8:0] st_depp_Cur = st_depp_Ready;
	reg [8:0] st_depp_Next;
	wire clkMain;					 
	wire ctlEppWait;
	wire ctlEppAstb;
	wire ctlEppDstb;
	wire ctlEppDir;
	wire ctlEppWr;
	wire ctlEppAwr;
	wire ctlEppDwr;
	wire [7:0] busEppOut;
	wire [7:0] busEppIn;
	reg [7:0] busEppData;			 
	reg [7:0] regEppAdr;			 
	reg [7:0] InRegData;			 
	reg [7:0] OutRegData;			 
	assign clkMain = clk;
	assign ctlEppAstb = depp_astb;
	assign ctlEppDstb = depp_dstb;
	assign ctlEppWr = depp_write;
	assign depp_wait = ctlEppWait;
	assign busEppIn = depp_db;
	assign depp_db = ctlEppWr == 1'b1 && ctlEppDir == 1'b1 ? busEppOut : 8'bZZZZZZZZ;
	assign busEppOut = ctlEppAstb == 1'b0 ? regEppAdr : OutRegData;
	assign ctlEppWait = st_depp_Cur[0];
	assign ctlEppDir = st_depp_Cur[1];
	assign ctlEppAwr = st_depp_Cur[2];
	assign ctlEppDwr = st_depp_Cur[3];
	assign depp_mem_we = st_depp_Cur[4];
	always @(posedge clkMain or negedge rst) begin
		if(!rst)
			st_depp_Cur <= st_depp_Ready;
		else
			st_depp_Cur <= st_depp_Next;
	end
	always @(*) begin
		case(st_depp_Cur)
			st_depp_Ready : begin
				if(ctlEppAstb == 1'b0) begin
					if(ctlEppWr == 1'b0) begin
						st_depp_Next <= st_depp_AwrA;
					end else begin
						st_depp_Next <= st_depp_ArdA;
					end
				end else if(ctlEppDstb == 1'b0) begin
					if(ctlEppWr == 1'b0) begin
						st_depp_Next <= st_depp_DwrA;
					end else begin
						st_depp_Next <= st_depp_DrdA;
					end
				end else begin
					st_depp_Next <= st_depp_Ready;
				end
			end
			st_depp_AwrA : begin
				st_depp_Next <= st_depp_AwrB;
			end
			st_depp_AwrB : begin
				if(ctlEppAstb == 1'b0) begin
					st_depp_Next <= st_depp_AwrB;
				end else begin
					st_depp_Next <= st_depp_Ready;
				end
			end
			st_depp_ArdA : begin
				st_depp_Next <= st_depp_ArdB;
			end
			st_depp_ArdB : begin
				if(ctlEppAstb == 1'b0) begin
					st_depp_Next <= st_depp_ArdB;
				end else begin
					st_depp_Next <= st_depp_Ready;
				end
			end
			st_depp_DwrA : begin
				st_depp_Next <= st_depp_DwrB;
			end
			st_depp_DwrB : begin
				if(ctlEppDstb == 1'b0) begin
					st_depp_Next <= st_depp_DwrB;
				end else begin
					st_depp_Next <= st_depp_Ready;
				end
			end
			st_depp_DrdA : begin
				st_depp_Next <= st_depp_DrdB;
			end
			st_depp_DrdB : begin
				if(ctlEppDstb == 1'b0) begin
					st_depp_Next <= st_depp_DrdB;
				end else begin
					st_depp_Next <= st_depp_Ready;
				end
			end
			default : begin
				st_depp_Next <= st_depp_Ready;
			end
		endcase
	end
	assign depp_mem_adr = regEppAdr;
	always @(posedge clkMain or negedge rst) begin
		if(!rst) begin
			regEppAdr <= 8'h00;
		end else begin
			if(ctlEppAwr == 1'b1) begin
				regEppAdr <= busEppIn;
			end
		end
	end
	assign depp_mem_idata = InRegData;
	always @(posedge clkMain or negedge rst) begin
		if(!rst) begin
			InRegData <= 8'b00000000;
		end else begin
			if(ctlEppDwr == 1'b1) begin
				InRegData <= busEppIn;
			end
		end
	end
	always @(posedge clkMain or negedge rst) begin
		if(!rst) begin
			OutRegData <= 8'hff;
		end else begin
			OutRegData <= depp_mem_odata;
		end
	end
endmodule
</file>
==> node_exporter_impl.prom <==
# HELP chip_impl_metric Metrics from one implementation run
# TYPE chip_impl_metric gauge
chip_impl_metric{name="grt_overflow_total",unit=""} 0
chip_impl_metric{name="fp_util",unit=""} 0.1793
chip_impl_metric{name="synth.yosys.chip_area",unit="µm²"} 1294
chip_impl_info{name="clock-root-buffer",value="sky130_fd_sc_hd__clkbuf_8"} 1
chip_impl_metric{name="route.detailed.vias_per_inst",unit=""} 3.731
chip_impl_metric{name="horizontal_extent_of_the_die",unit="µm"} 106
chip_impl_info{name="top_logic_kind",value="simple AND/OR/NAND/NOR gates"} 1
chip_impl_metric{name="hold_viol",unit=""} 0
chip_impl_metric{name="final_number_of_max_transition_violations",unit=""} 0
chip_impl_metric{name="maxCapViolCount",unit=""} 0
chip_impl_info{name="yosysTopAreaCell",value="sky130_fd_sc_hd__dfrtp_1"} 1
chip_impl_metric{name="final_core_util",unit=""} 0.2468
chip_impl_metric{name="worst_hold_slack",unit="ps"} 532.2
chip_impl_metric{name="routed_wirelength",unit="mm"} 3.073
chip_impl_metric{name="synth_top_area_share",unit=""} 0.4449
chip_impl_metric{name="detailedPlacementHpwl",unit="mm"} 2.238
chip_impl_info{name="grt_setup_unrepaired",value="no"} 1
chip_impl_metric{name="cts_made_buffers",unit=""} 5
chip_impl_metric{name="worst_path_largest_cell_delay",unit="ps"} 460
chip_impl_info{name="run_status",value="finished clean"} 1
chip_impl_metric{name="aggregate_global_route_resource_usage",unit=""} 0.05578
chip_impl_metric{name="syn_to_final_growth",unit="%"} 37.62
chip_impl_metric{name="placementRows",unit=""} 31
chip_impl_metric{name="ios",unit=""} 39
chip_impl_metric{name="final_antenna_net_count",unit=""} 0
chip_impl_metric{name="routedWlPerCell",unit="µm"} 12.34
chip_impl_metric{name="post_route_cells_drive_above_1_share",unit=""} 0.1467
chip_impl_metric{name="adder_share",unit=""} 0
chip_impl_metric{name="synth_xor_xnor_area_share",unit=""} 0
chip_impl_metric{name="vertical_die_size",unit="µm"} 106
chip_impl_metric{name="ys_seq_elements",unit=""} 31
chip_impl_metric{name="relSlewSlack",unit=""} 0.4670
chip_impl_metric{name="timing.final.crit_period",unit="ps"} 2451
chip_impl_metric{name="syn_area",unit="µm²"} 1294
chip_impl_metric{name="globalplace.congestion",unit=""} 0.7150
chip_impl_metric{name="max-vdd-ir-drop",unit="µV"} 330.1
chip_impl_metric{name="chipArea",unit="µm²"} 11240
chip_impl_metric{name="synth_simple_gate_area_share",unit=""} 0.1528
chip_impl_metric{name="synth_cells",unit=""} 115
chip_impl_metric{name="initial_antenna_violation_count",unit=""} 0
chip_impl_metric{name="pin_count_of_the_biggest_net_entering_global_routing",unit=""} 32
chip_impl_metric{name="drtIter0Drc",unit=""} 47
chip_impl_metric{name="final.setup_skew",unit="ps"} 7.196
chip_impl_metric{name="maxClockFrequency",unit="MHz"} 407.9
chip_impl_info{name="cts_tree",value="done"} 1
chip_impl_metric{name="synth.yosys.warnings",unit=""} 2
chip_impl_metric{name="worstPathMaxFanout",unit=""} 13
chip_impl_metric{name="timing.final.crit_share",unit=""} 0.7210
chip_impl_metric{name="htree_num_levels",unit=""} 2
chip_impl_metric{name="postCtsSetupRepairBufs",unit=""} 0
chip_impl_metric{name="ys_seq_share",unit=""} 0.6074
chip_impl_info{name="endpoint_class_of_the_critical_path",value="output port"} 1
chip_impl_metric{name="num-fill-cells",unit=""} 791
chip_impl_metric{name="clockBufferDepth",unit=""} 2
chip_impl_metric{name="worst_slew_pin_slew",unit="ps"} 799.5
chip_impl_metric{name="post_cts_resize_count",unit=""} 0
chip_impl_metric{name="area_fraction_in_mux_cells",unit=""} 0.06963
chip_impl_metric{name="clock_latency_at_the_later_pin_of_the_worst_skew_pair",unit="ps"} 280
chip_impl_metric{name="dp_cells",unit=""} 241
chip_impl_metric{name="diodes",unit=""} 0
chip_impl_metric{name="io_buffers",unit=""} 30
chip_impl_metric{name="number_of_global_route_vias_before_repair",unit=""} 986
chip_impl_metric{name="via_count",unit=""} 929
chip_impl_metric{name="route.detailed.drc",unit=""} 0
chip_impl_metric{name="synth.avg_cell_area",unit="µm²"} 11.25
chip_impl_metric{name="core-area",unit="µm²"} 7214
chip_impl_info{name="worstHoldPathType",value="flop to flop"} 1
chip_impl_metric{name="warning_count",unit=""} 25
chip_impl_metric{name="area_share_of_and_or_or_and_cells_after_synthesis",unit=""} 0.1093
chip_impl_info{name="slowest_cp_cell",value="sky130_fd_sc_hd__clkdlybuf4s50_1"} 1
chip_impl_info{name="critical_path.startpoint_type",value="input pin"} 1
chip_impl_metric{name="cts_num_sinks",unit=""} 31
chip_impl_metric{name="setup_violations",unit=""} 0
chip_impl_metric{name="power_density",unit="nW/µm²"} 701.5
chip_impl_metric{name="global_route_wire_length_before_repair",unit="mm"} 5.181
chip_impl_info{name="critical_path_class",value="input pin to output port"} 1
chip_impl_info{name="yosys-top-cells-area",value="sky130_fd_sc_hd__dfrtp_1 (44%), sky130_fd_sc_hd__dfstp_2 (16%), sky130_fd_sc_hd__mux2i_1 (7.0%)"} 1
chip_impl_metric{name="finalSetupTns",unit="ps"} 0
chip_impl_metric{name="cp.required",unit="ps"} 2720
chip_impl_metric{name="cp_arrival",unit="ps"} 1770
chip_impl_metric{name="layoutNonFillerInstCount",unit=""} 249
chip_impl_metric{name="cts_hold_repair.buffers",unit=""} 0
chip_impl_metric{name="synth-cells-yosys",unit=""} 115
chip_impl_info{name="timing.critical_path.cells",value="clkdlybuf4s50_1, buf_4, mux2i_1, inv_1"} 1
chip_impl_metric{name="yosysUniqueCellTypes",unit=""} 28
chip_impl_metric{name="clk_pin_slew",unit="ps"} 60
chip_impl_metric{name="drtPass1Iterations",unit=""} 4
chip_impl_metric{name="p_leak",unit="nW"} 0.7504
[cell usage after synthesis]
library cell,n
sky130_fd_sc_hd__dfrtp_1,23
sky130_fd_sc_hd__nor2_1,19
sky130_fd_sc_hd__a21oi_1,16
sky130_fd_sc_hd__inv_1,12
sky130_fd_sc_hd__mux2i_1,9
sky130_fd_sc_hd__dfstp_2,8
sky130_fd_sc_hd__buf_2,3
sky130_fd_sc_hd__nor3_1,3
sky130_fd_sc_hd__nand3b_1,2
sky130_fd_sc_hd__o211ai_1,2
sky130_fd_sc_hd__a211oi_1,1
sky130_fd_sc_hd__a21o_1,1
sky130_fd_sc_hd__a21oi_2,1
sky130_fd_sc_hd__and3_1,1
sky130_fd_sc_hd__and4bb_1,1
sky130_fd_sc_hd__buf_4,1
sky130_fd_sc_hd__buf_6,1
sky130_fd_sc_hd__nand2_1,1
sky130_fd_sc_hd__nand2_2,1
sky130_fd_sc_hd__nand4b_1,1
sky130_fd_sc_hd__nor2b_1,1
sky130_fd_sc_hd__nor3_2,1
sky130_fd_sc_hd__nor4_1,1
sky130_fd_sc_hd__nor4_4,1
sky130_fd_sc_hd__nor4b_2,1
sky130_fd_sc_hd__o21ai_1,1
sky130_fd_sc_hd__o21ai_2,1
sky130_fd_sc_hd__o311ai_1,1
[per-layer routing]
| layer | share of wire | vias to the layer above | global-route usage |
|---|---|---|---|
| li1 | - | 457 | - |
| met3 | 0.095 | 5 | 0.02752 |
| met2 | 0.43 | 32 | 0.07995 |
| met4 | 0.010 | 0 | 0.004836 |
| met5 | 0 | - | 0 |
| met1 | 0.47 | 435 | 0.07751 |
[per-stage QoR]
| step | instance area [µm²] | setup slack, ps | power, mW |
|---|---|---|---|
| after floorplan | 1294 | 1592 | 0.7443 |
| after global placement | 1699 | 934.9 | 0.9902 |
| after detailed placement | 1699 | 920.0 | 0.9952 |
| after CTS | 1780 | 913.2 | 1.279 |
| after global routing | 1780 | 862.0 | 1.370 |
| final | 1780 | 948.6 | 1.249 |
[sequential cells by signal, summed over array words and instances, names as in the netlist]
register     flops
regEppAdr        8
OutRegData       8
st_depp_Cur      7
InRegData        8
[power breakdown]
| part | internal [mW] | switching (mW) |
|---|---|---|
| Sequential | 0.479 | 0.108 |
| Combinational | 0.245 | 0.144 |
| Clock | 0.143 | 0.129 |
[critical path: cells and delay by family]
| family | cells | cell delay, ps |
|---|---|---|
| multiplexers | 1 | 340 |
| buffers and inverters | 3 | 750 |
[kinds of logic after synthesis]
logic type,after synthesis
DFF,31
AOI/OAI and AO/OA,24
muxes,9
buffers and inverters,17
and+or+nand+nor,34
[cells in the final DEF, fill, tap and decap left out, drive strengths merged, types with 4 or more instances in the layout]
cell	synthesis	layout
mux2i	9	9
clkbuf	0	7
clkdlybuf4s50	0	30
nor2	19	19
dfrtp	23	23
a21oi	17	17
inv	12	12
dfstp	8	8
nor3	4	4
[cell type report]
class,instances,area (µm²),area share
inverters,12,45.04,0.02530
multi-input cells,67,429.2,0.2410
flip-flops and latches,31,785.8,0.4413
clock buffers,7,76.32,0.04287
clock inverters,1,5.005,0.002811
well taps,99,123.9,0.06957
repair buffers,32,315.3,0.1771
[path summary, 6_finish.rpt]
path	from	endpoint	slack, ps	cells past startpoint
worst max-delay path	depp_astb	depp_db[2]	950	4
worst min-delay path	InRegData[0]	InRegData[0]	530	2
worst max register to register	st_depp_Cur[3]	st_depp_Cur[8]	1750	4
worst min register to register	InRegData[0]	InRegData[0]	530	2
max in group asynchronous	rst	OutRegData[5]	2290	2
min in group asynchronous	rst	regEppAdr[0]	790	2
No activity file was given, so power comes from the tool's default toggle rates.
